==> run.sh <==
#!/bin/bash
# OpenROAD 26Q1-2900-gdf79404cd8, Yosys 0.63+post, stock flow scripts
make -C /OpenROAD-flow-scripts/flow DESIGN_CONFIG=/design/flow/config.mk WORK_HOME=/design/flow/orfs finish
==> design.v <==
module register(
input clk,  
    input rst,  
    input [7:0]s_data,
    input s_valid,
    output reg s_ready,
    input  s_last,
    output reg  [7:0]m_data,
    output reg  m_valid,
    input m_ready,
    output reg  m_last
);
reg [7:0]data;
reg valid;
reg last;
wire ready;
  assign ready = m_ready;
  always@(posedge clk) begin
    if(rst)begin
        valid <= 1'b0;
        data <= 8'b0;
        last <= 1'b0;
    end
    else begin
         if(s_valid && ready) begin
            data <= s_data;
            valid <= s_valid;
            last <= s_last;
         end
         else begin
            valid <= 1'b0;
            last <= 1'b0;
         end
    end  
end
always@(posedge clk) begin
    m_data = data;
    m_valid = valid;
    m_last = last;
    s_ready = ready;
end
endmodule
==> constraint.sdc <==
current_design register

set clk_period 1.0
set clk_io_pct 0.2

create_clock -name clk0 -period $clk_period [get_ports {clk}]

set non_clock_inputs [all_inputs -no_clocks]
set_input_delay [expr $clk_period * $clk_io_pct] -clock clk0 $non_clock_inputs
set_output_delay [expr $clk_period * $clk_io_pct] -clock clk0 [all_outputs]
==> config.mk <==
export PLATFORM = sky130hd
export DESIGN_NAME = register
export DESIGN_NICKNAME = register
export VERILOG_FILES = /design/flow/design.v
export SDC_FILE = /design/flow/constraint.sdc
export NUM_CORES = 4
export LEC_CHECK = 1
export CORE_AREA = 10 10 76 76
export DIE_AREA = 0 0 86 86
==> results_slide.txt <==
Implementation Results

Synth
  – Yosys warns: 1
  – Mapped Area: 644 um^2
  – Cells after synthesis: 53
  – Post-synth area from yosys stat: 644 um^2
  – # Cells Yosys: 53
  – Synth Register Bits: 21
  – Syn_area_per_cell: 12.2 um^2
  – Post-synthesis sequential area ratio: 0.652
  – Distinct lib cells: 12

Power and ir drop
  – Leakage dissipation: 0.394 nW
  – Switching Fraction: 0.185
  – Sequential power share: 0.571
  – Clock share of power: 0.329
  – Comb power frac: 0.100
  – Power per cell area: 1550 mW/mm^2
  – P_sw: 287 uW
  – Maximum VDD drop: 0.000500 V
  – P_int: 1.26 mW

Die
  – FP Core Util: 0.157
  – Site Rows: 23
  – Die X-Extent: 86 um
  – Top Ports: 24
  – Die height: 86 um
  – Core ar.: 0.00412 mm^2
  – Die area: 0.00740 mm^2

Hold path
  – Hold Crit Class: in -> reg

Routing
  – Routed WL: 1.41 mm
  – Antenna-violating nets left: 0
  – Routed len/inst: 11.0 um
  – DRC: 0
  – Drt first-iter violations: 20
  – Router iterations before antenna repair: 4
  – Vias per cell: 3.31
  – Ant. Diodes: 0
  – Vias: 427

Finish
  – Non-Filler Instances: 129
  – FILL cells: 427
  – Post-route core utilization: 0.243
  – P&R area growth vs syn: 55.1%
  – Final instance area: 1000 um^2
  – Share of layout cells above drive strength 1: 0.215

Timing
  – Unrepaired setup endpoints after global routing: no
  – Crit share post-route: 0.929
  – Worst-Margin Slew: 141 ps
  – Worst hold margin: 278 ps
  – Final Hold Violation Tally: 0
  – Final setup fails: 0
  – Fmax: 1080 MHz
  – Max Clock Skew: 0.232 ps
  – Minimum clock period: 929 ps
  – Slew headroom: 0.905
  – Pins Over Slew Limit: 0

Clock network
  – Setup bufs post-CTS: 0
  – Clock transition at path regs: 70 ps
  – Sinks on Clock Net: 21
  – Hold Buf Count CTS: 0
  – TritonCTS clock tree: yes
  – Late-Pin Clk Latency: 240 ps
  – Htree depth: 1
  – Clock buffer depth: 2
  – CTS Buf Count: 3
  – Clk root buf: clkbuf_8

Global route
  – Initial antenna violation count: 0
  – Congestion Overflow GR: 0
  – First-pass GRT wire length: 2.15 mm
  – Number of global-route vias before repair: 461
  – Global Route Usage Sum: 0.0375
  – Largest net degree at the start of global routing: 19

Critical path
  – CP startpoint kind: flip-flop
  – Crit-path max FO: 1
  – Slowest cell on crit path: dfxtp_2
  – Worst path cell trace: clkdlybuf4s15_1
  – Worst Setup Path Type: reg -> out
  – CP Data Required Time: 800 ps
  – Critical Path AT: 730 ps
  – Top delay family on crit path: flip-flops
  – Critical path endpoint category: primary output
  – Worst path max stage delay: 310 ps
  – Buffers & Inverters on Critical Path: 1

Flow run
  – Tool warning count: 25
  – Max-cap violations: 0

Place
  – Placed Cells: 125
  – Final HPWL from detailed placement: 1.14 mm
  – RePlAce Congestion: 0.683
  – Post-DP Area: 947 um^2
  – IO buf count: 23

Outcome
  – Status: complete, no violations
## routing by layer
metal | track usage | wire length, um
met1 | 0.0401 | 590
met2 | 0.0568 | 601
met3 | 0.0324 | 212
met4 | 0.00449 | 9
met5 | 0 | 0
## cell families (layout without fill, tap and decap cells)
group           after synthesis  count (layout)  share of synthesized area
simple gates                 11              11                     0.0854
buf+inv                       5              31                     0.0699
flops                        21              21                      0.652
compound gates               16              16                      0.192
## through the flow
stage               total power, mW  setup TNS, ps  setup slack, ps
floorplan                     0.961              0              191
global placement               1.06          -1890             -209
detailed placement             1.07          -1970             -229
CTS                            1.57              0             1.32
global route                   1.62              0             7.71
finish                         1.55              0             70.8
## flip-flops by register name (all words and copies together), names as in the netlist
register and flops:
data 8, s_ready 1, m_data 8, m_last 1
m_valid 1, last 1, valid 1
## power by group through the flow
stage	Combinational, mW	Sequential (mW)	Clock (mW)
after CTS	0.155	0.884	0.531
after global routing	0.170	0.887	0.562
final	0.155	0.884	0.509
## final cells by class
class / instances / area, um^2 / area share
well taps: 50 / 62.6 / 0.0626
repair buffers: 27 / 290 / 0.290
clock buffers: 4 / 45.0 / 0.0451
multi-input cells: 27 / 179 / 0.179
flip-flops and latches: 21 / 423 / 0.423
## what timing repair did
item	in CTS	in global routing
endpoints found under the hold margin	0	0
endpoints found under the setup margin	11	14
gates resized	13	13
## path summary, 6_finish.rpt
| kind | start | end | slack [ps] | depth (start not counted) |
|---|---|---|---|---|
| worst max-delay path | m_data[4] | m_data[4] | 70 | 1 |
| worst min-delay path | m_ready | s_ready | 280 | 2 |
| worst max register to register | data[5] | data[5] | 260 | 2 |
| worst min register to register | last | m_last | 330 | 0 |
## cell usage after synthesis
cell type	n	share of area
nand3_1	8	0.062
nor3b_1	1	0.012
buf_6	3	0.052
nor2_1	1	0.0058
a21oi_1	7	0.054
dfxtp_1	21	0.65
a21oi_2	1	0.014
nand2_1	1	0.0058
a21bo_2	7	0.11
a21bo_1	1	0.016
clkbuf_1	1	0.0058
buf_4	1	0.012
## layout by cell type, fill, tap and decap left out, types with 2 or more instances in the layout
| cell | Yosys | routed |
|---|---|---|
| a21bo_2 | 7 | 7 |
| a21oi_1 | 7 | 7 |
| buf_12 | 0 | 2 |
| buf_4 | 1 | 2 |
| clkbuf_8 | 0 | 3 |
| clkdlybuf4s15_1 | 0 | 11 |
| clkdlybuf4s50_1 | 0 | 10 |
| dfxtp_1 | 21 | 19 |
| dfxtp_2 | 0 | 2 |
| dlymetal6s2s_1 | 0 | 2 |
| nand3_1 | 8 | 8 |
Power and IR drop assume default switching activity.
